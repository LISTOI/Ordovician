==> flow/design.v <==
`timescale 1ns / 1ps
module fma_pipeline #(
    parameter FP = 32,
    parameter FPexp = 8,
    parameter FPfra = 23,
    )(
    input   wire                    clk,
    input   wire                    rst_n,
    input   wire                    valid_in,
    input   wire    [FP - 1 : 0]    A_in, 
    input   wire    [FP - 1 : 0]    B_in,
    input   wire    [FP - 1 : 0]    C_in,
    output  wire                    valid_out,
    output  wire    [FP - 1 : 0]    F_out
    );
    reg [FP - 1 : 0]    A_s1, B_s1, C_s1;
    reg                 valid_s1;
    wire                        signA_in = A_in[FP - 1];
    wire    [FPexp - 1 : 0]     expA_in = A_in[FPfra + FPexp - 1 : FPfra];
    wire    [FPfra - 1 : 0]     fracA_in = A_in[FPfra - 1 : 0];
    wire                        signB_in = B_in[FP - 1];
    wire    [FPexp - 1 : 0]     expB_in = B_in[FPfra + FPexp - 1 : FPfra];
    wire    [FPfra - 1 : 0]     fracB_in = B_in[FPfra - 1 : 0];
    wire                        signC_in = C_in[FP - 1];
    wire    [FPexp - 1 : 0]     expC_in = C_in[FPfra + FPexp - 1 : FPfra];
    wire    [FPfra - 1 : 0]     fracC_in = C_in[FPfra - 1 : 0];
    reg                     signA_s1, signB_s1, signC_s1;
    reg [FPexp - 1 : 0]     expA_s1, expB_s1, expC_s1;
    reg [FPfra : 0]         fracA_s1, fracB_s1, fracC_s1;    
    always @(posedge clk) begin
        if(!rst_n) begin
            valid_s1 <= 1'b0;
            signA_s1 <= 1'b0; expA_s1 <= {(FPexp){1'b0}}; fracA_s1 <= {(FPfra + 1){1'b0}};
            signB_s1 <= 1'b0; expB_s1 <= {(FPexp){1'b0}}; fracB_s1 <= {(FPfra + 1){1'b0}};
            signC_s1 <= 1'b0; expC_s1 <= {(FPexp){1'b0}}; fracC_s1 <= {(FPfra + 1){1'b0}};
        end 
        else begin
            valid_s1 <= valid_in;
            signA_s1 <= signA_in;
            expA_s1  <= expA_in;
            fracA_s1 <= (expA_in == 0) ? {1'b0, fracA_in} : {1'b1, fracA_in};
            signB_s1 <= signB_in;
            expB_s1  <= expB_in;
            fracB_s1 <= (expB_in == 0) ? {1'b0, fracB_in} : {1'b1, fracB_in};
            signC_s1 <= signC_in;
            expC_s1  <= expC_in;
            fracC_s1 <= (expC_in == 0) ? {1'b0, fracC_in} : {1'b1, fracC_in};
        end
    end
    reg valid_s2;
    reg                                 signAB_s2;
    reg [(FPexp << 1) - 1 : 0]          expAB_s2;    
    reg [((FPfra + 1) << 1) - 1 : 0]    prodAB_s2;   
    reg                                 signC_s2;
    reg [FPexp - 1 : 0]                 expC_s2;
    reg [FPfra : 0]                     fracC_s2;
    always @(posedge clk) begin
        if(!rst_n) begin
            valid_s2 <= 1'b0;
            signAB_s2 <= 1'b0;
            expAB_s2 <= {(FPexp << 1){1'b0}}; prodAB_s2 <= {((FPfra + 1) << 1){1'b0}};
            signC_s2 <= 1'b0;
            expC_s2 <= {(FPexp){1'b0}};
            fracC_s2 <= {(FPfra + 1){1'b0}};
        end 
        else begin
            valid_s2 <= valid_s1;
            signAB_s2 <= signA_s1 ^ signB_s1;
            expAB_s2 <= (expA_s1 + expB_s1) - (1 << FPexp);
            prodAB_s2 <= fracA_s1 * fracB_s1;
            signC_s2 <= signC_s1;
            expC_s2 <= expC_s1;
            fracC_s2 <= fracC_s1;
        end
    end
    reg valid_s3;
    reg                                 signAB_s3;
    reg [(FPexp << 1) - 1 : 0]          expAB_s3;
    reg [((FPfra + 1) << 1) - 1 : 0]    prodAB_s3;
    reg                                 signC_s3;
    reg [FPexp - 1 : 0]                 expC_s3;
    reg [FPfra : 0]                     fracC_s3;
    reg [(FPexp << 1) - 1 : 0]          normExp_s2;
    reg [((FPfra + 1) << 1) - 1 : 0]    normProd_s2;
    wire                                leadingBit = prodAB_s2[47];  
    always @(*) begin
        if(leadingBit == 1'b1) begin
            normProd_s2 = prod_s2 >> 1;
            normExp_s2  = expAB_s2 + 1;
        end
        else begin
            normProd_s2 = prod_s2;
            normExp_s2  = expAB_s2;
        end
    end
    always @(posedge clk) begin
        if(!rst_n) begin
            valid_s3   <= 1'b0;
            signAB_s3  <= 1'b0;
            expAB_s3   <= 16'd0;
            prod_s3    <= 48'd0;
            signC_s3   <= 1'b0;
            expC_s3    <= 8'd0;
            mantC_s3   <= 24'd0;
        end else begin
            valid_s3   <= valid_s2;
            signAB_s3  <= signAB_s2;
            expAB_s3   <= normExp_s2;
            prod_s3    <= normProd_s2;
            signC_s3   <= signC_s2;
            expC_s3    <= expC_s2;
            mantC_s3   <= mantC_s2;
        end
    end
    reg                 valid_s4;
    reg                 sign_s4;
    reg [FP - 1 : 0]    addResult_s4; 
    wire [7:0] finalExpAB_s3 = (expAB_s3 > 255) ? 8'hFF : 
                               (expAB_s3 < 0)   ? 8'h00 : expAB_s3[7:0];
    wire [23:0] mantProd_s3 = prod_s3[46:23];  
    reg [7:0]  biggerExp;
    reg [7:0]  smallerExp;
    reg [23:0] biggerMant;
    reg [23:0] smallerMant;
    reg        biggerSign, smallerSign;
    always @(*) begin
        if(finalExpAB_s3 > expC_s3) begin
            biggerExp    = finalExpAB_s3;
            biggerMant   = mantProd_s3;
            biggerSign   = signAB_s3;
            smallerExp   = expC_s3;
            smallerMant  = mantC_s3;
            smallerSign  = signC_s3;
        end else begin
            biggerExp    = expC_s3;
            biggerMant   = mantC_s3;
            biggerSign   = signC_s3;
            smallerExp   = finalExpAB_s3;
            smallerMant  = mantProd_s3;
            smallerSign  = signAB_s3;
        end
    end
    wire    [FPexp - 1 : 0] expDiff = biggerExp - smallerExp;
    wire    [FPfra : 0] alignedSmaller = (expDiff >= 24) ? 24'd0 : (smallerMant >> expDiff);
    wire                signAddDiff = biggerSign ^ smallerSign;
    reg [FPfra + 1 : 0] mantSum;
    always @(*) begin
        if(signAddDiff) begin
            if(biggerMant >= alignedSmaller) begin
                mantSum = biggerMant - alignedSmaller;
                sign_s4 = biggerSign;
            end
            else begin
                mantSum = alignedSmaller - biggerMant;
                sign_s4 = ~biggerSign;
            end
        end
        else begin
            mantSum = biggerMant + alignedSmaller;
            sign_s4 = biggerSign;
        end
    end
    always @(posedge clk) begin
        if(!rst_n) begin
            valid_s4     <= 1'b0;
            addResult_s4 <= 32'h0;
        end
        else begin
            valid_s4 <= valid_s3;
            addResult_s4 <= {sign_s4, biggerExp, mantSum[22:0]};
        end
    end
    reg                 valid_s5;
    reg [FP - 1 : 0]    fOut_s5;
    always @(posedge clk) begin
        if(!rst_n) begin
            valid_s5 <= 1'b0;
            fOut_s5  <= 32'b0;
        end
        else begin
            valid_s5 <= valid_s4;
            fOut_s5  <= addResult_s4;
        end
    end
    assign valid_out = valid_s5;
    assign F_out = fOut_s5;
endmodule
==> flow/run.sh <==
#!/bin/bash
# OpenROAD 26Q1-2900-gdf79404cd8, Yosys 0.63+post, stock flow scripts
make -C /OpenROAD-flow-scripts/flow DESIGN_CONFIG=/design/flow/config.mk WORK_HOME=/design/flow/orfs finish
==> flow/config.mk <==
export PLATFORM = sky130hd
export DESIGN_NAME = fma_pipeline
export DESIGN_NICKNAME = fma_pipeline
export VERILOG_FILES = /design/flow/design.v
export SDC_FILE = /design/flow/constraint.sdc
export NUM_CORES = 4
export LEC_CHECK = 1
export CORE_UTILIZATION = 50
==> flow/constraint.sdc <==
current_design fma_pipeline

set clk_period 7.1
set clk_io_pct 0.2

create_clock -name clk0 -period $clk_period [get_ports {clk}]

set non_clock_inputs [all_inputs -no_clocks]
set_input_delay [expr $clk_period * $clk_io_pct] -clock clk0 $non_clock_inputs
set_output_delay [expr $clk_period * $clk_io_pct] -clock clk0 [all_outputs]
==> Table 3: Implementation characteristics <==
Characteristics after synthesis and place and route

Parameter                              Value

Global routing
  Met2 Track Usage GR .................. 0.4080
  Largest net degree at the start of global routing .................. 86
  Global-route wire length before repair .................. 83.11 mm
  Met3 GRT Util .................. 0.1216
  Antenna violations before repair .................. 1
  Number of global-route vias before repair .................. 16202
  Routing usage on met1 .................. 0.3508
  Layer with the highest usage after global routing .................. met2
  All-layer global routing usage .................. 0.2600
  Total gr overflow .................. 0

Synth
  Summed instance area of the synthesized netlist .................. 22140 µm²
  Main area contributors after synthesis .................. sky130_fd_sc_hd__fa_1 44%, sky130_fd_sc_hd__dfxtp_1 13%, sky130_fd_sc_hd__ha_1 11%
  Area fraction in and, or, nand and nor cells after synthesis .................. 0.1811
  Yosys stat chip area .................. 22140 µm²
  Cells after Synth .................. 2370
  Most area-hungry cell type in the Yosys netlist .................. sky130_fd_sc_hd__fa_1
  Sequential fraction of the synthesis area .................. 0.1311
  Most used standard cells in the synthesized netlist .................. 533 x sky130_fd_sc_hd__inv_1, 482 x sky130_fd_sc_hd__fa_1, 359 x sky130_fd_sc_hd__and2_1, 356 x sky130_fd_sc_hd__nand2_1, 187 x sky130_fd_sc_hd__ha_1
  FF+latch count, synth .................. 145
  Warnings from Yosys .................. 11
  Dominant combinational family .................. adder cells
  Proportion of register bits with asynchronous set or reset after synthesis .................. 0
  Yosys cell count .................. 2370
  XOR-XNOR Cells, Area Fraction .................. 0.006330
  Adders+Majority by Area .................. 0.5415
  Post-synth EDFFs .................. 0
  Post-synthesis cell type with the largest instance count .................. sky130_fd_sc_hd__inv_1
  Number of unique standard cell types used by synthesis .................. 38
  Per-instance average area after synthesis .................. 9.341 µm²
  AND-OR/OR-AND Cells, Area Fraction .................. 0.01690
  Area share of the largest cell type after synthesis .................. 0.4359
  Post-synth top flop .................. sky130_fd_sc_hd__dfxtp_1
  MUX area fraction .................. 0.004973

Setup path
  Logic depth of the worst register-to-register path .................. 20
  Reg-to-reg slack, setup .................. 0.35 ns
  Required time at the endpoint of the critical path .................. 7.40 ns
  Crit end category .................. register
  Max FO, Critical Path .................. 12
  Critical path class .................. reg2reg
  CP Data Arrival Time .................. 7.05 ns
  Critical path launch point type .................. register

Final timing
  Number of max-slew violations in the final report .................. 0
  Relative slew slack .................. 0.4218
  Post-layout worst setup margin .................. 0.3482 ns
  Aggregate negative setup slack .................. 0 ns
  Number of hold-slack violations in the final timing report .................. 0
  Setup repair after global routing missed its margin .................. false
  Share of the cycle needed by the critical path after routing .................. 0.9510
  Transition time at the pin with the least slew margin .................. 0.8661 ns
  Period minus WS final .................. 6.752 ns
  Max Freq .................. 0.1481 GHz
  Post-route clock skew .................. 0.02076 ns
  Number of setup violations in the final report .................. 0

Detailed routing
  Final WL .................. 49.59 mm
  Post-detailed-route via-to-cell ratio .................. 4.862
  Number of search-and-repair iterations in the first detailed-routing pass .................. 4
  DR vias .................. 14780
  Initial DRC count .................. 410
  DRC violation count after routing .................. 0
  Antenna diode count .................. 0
  Antenna-violating nets left .................. 0
  Routed wire per std cell .................. 16.31 µm

Power
  Total power draw .................. 3.845 mW
  Power density relative to cell area .................. 157.0 nW/µm²
  Highest ir drop seen on vdd .................. 0.1611 mV
  Leakage power summed over all cells .................. 12.24 nW

Clocking
  Number of buffers on the longest clock path .................. 2
  CTS sink cnt .................. 145
  # Post-CTS Setup Buffers .................. 0
  Clock root buffer .................. sky130_fd_sc_hd__clkbuf_16
  # hold bufs at CTS .................. 0
  Post-CTS clock slew at the launch and capture registers of the worst setup and hold paths .................. 0.08 ns
  Total CTS buffers .................. 17
  Source-to-sink clock delay at the later pin of the worst-skew pair .................. 0.43 ns
  Resized cells post-CTS .................. 0
  Clock tree from TritonCTS .................. yes
  Number of H-tree branching levels .................. 4

Die
  Floorplan die area .................. 45120 µm²
  # IOs .................. 132
  Vertical die dimension .................. 212.4 µm
  Placement Rows .................. 76
  Placeable Area .................. 43360 µm²
  Initial standard-cell utilization of the core .................. 0.5106
  Chip width .................. 212.4 µm

Run status
  Status .................. finished, final reports clean

Finish
  Share of the core filled with cells .................. 0.5650
  Count of filler cells inserted in the layout .................. 3835
  Proportion of layout cells with a drive suffix above 1 .................. 0.05295
  Area overhead of the layout relative to synthesis .................. 10.66%
  Cell Count, Final, Fillers Out .................. 3040

Placement
  # port buffers .................. 85
  HPWL Detailed .................. 40.53 mm
  DP Worst Slack .................. 0.2441 ns
  RD Place Congestion .................. 0.9244
  # placed instances .................. 3008

Worst hold path
  Hold Path Class .................. reg2reg
  Depth of the worst hold-timing path .................. 1

Run
  Max-capacitance violation count .................. 0
  OpenROAD warning count .................. 48
==> kinds of logic after synthesis <==
family | after synthesis
AND/OR/NAND/NOR | 794
buffers and inverters | 672
adder cells (fa/ha/maj) | 669
flip-flops | 145
AND-OR/OR-AND | 62
XOR/XNOR | 16
multiplexers | 11
other | 1
==> cells in the final DEF (no fill, tap or decap), types with 13 or more instances in the layout <==
master and instances:
sky130_fd_sc_hd__ha_1 187, sky130_fd_sc_hd__inv_1 533, sky130_fd_sc_hd__clkdlybuf4s50_1 84, sky130_fd_sc_hd__conb_1 23, sky130_fd_sc_hd__and2_1 359, sky130_fd_sc_hd__fa_1 482, sky130_fd_sc_hd__nand4_1 13, sky130_fd_sc_hd__dfxtp_1 141
sky130_fd_sc_hd__buf_4 82, sky130_fd_sc_hd__a21oi_1 27, sky130_fd_sc_hd__nand2_1 356, sky130_fd_sc_hd__nor2_1 22, sky130_fd_sc_hd__clkbuf_16 17
==> layout make-up <==
cell class | count | area [µm²] | share of cell area
repair buffers | 170 | 1536 | 0.06272
multi-input cells | 1575 | 16710 | 0.6820
clock buffers | 17 | 425.4 | 0.01736
well taps | 585 | 732.0 | 0.02988
inverters | 533 | 2001 | 0.08166
clock inverters | 15 | 187.7 | 0.007661
flip-flops and latches | 145 | 2908 | 0.1187
==> report_power, final <==
part / leakage (nW) / total [mW] / switching [mW] / internal [mW]
Combinational: 10.7 / 2.00 / 1.13 / 0.870
Clock: 0.294 / 0.913 / 0.406 / 0.507
Sequential: 1.20 / 0.931 / 0.0695 / 0.861
==> registers in the layout (all words and copies together), names as in the netlist, 8 cells and up <==
| signal | count |
|---|---|
| expC_s2 | 8 |
| fOut_s5 | 9 |
| addResult_s4 | 9 |
| expAB_s2 | 10 |
| fracB_s1 | 24 |
| expA_s1 | 8 |
| expC_s3 | 8 |
| expB_s1 | 8 |
| expC_s1 | 8 |
| fracA_s1 | 24 |
| expAB_s3 | 16 |
==> worst max-delay path, cell delays in order, from the launching register on <==
cell	delay, ns
sky130_fd_sc_hd__dfxtp_1	0.79
sky130_fd_sc_hd__buf_4	0.28
sky130_fd_sc_hd__and2_1	0.17
sky130_fd_sc_hd__fa_1	0.41
sky130_fd_sc_hd__inv_1	0.08
sky130_fd_sc_hd__fa_1	0.45
sky130_fd_sc_hd__fa_1	0.52
sky130_fd_sc_hd__fa_1	0.54
sky130_fd_sc_hd__inv_1	0.05
sky130_fd_sc_hd__fa_1	0.50
sky130_fd_sc_hd__fa_1	0.54
sky130_fd_sc_hd__inv_1	0.05
sky130_fd_sc_hd__fa_1	0.54
sky130_fd_sc_hd__inv_1	0.06
sky130_fd_sc_hd__ha_1	0.31
sky130_fd_sc_hd__nand4_1	0.15
sky130_fd_sc_hd__nor2_1	0.11
sky130_fd_sc_hd__a221o_1	0.30
sky130_fd_sc_hd__o31a_2	0.41
sky130_fd_sc_hd__nor4_1	0.28
sky130_fd_sc_hd__nor3b_1	0.08
==> metrics by stage <==
step	cell area [µm²]	hold slack (ns)
after global routing	24500	0.4450
final	24500	0.4298
after floorplan	22220	0.4119
after detailed placement	23880	0.4183
after CTS	24490	0.4292
after global placement	23880	0.4143
==> path summary, 6_finish.rpt <==
| check | start | to |
|---|---|---|
| max reg2reg | fracB_s1[20] | prodAB_s2[47] |
| min reg2reg | expC_s1[6] | expC_s2[6] |
| min | expC_s1[6] | expC_s2[6] |
| max | fracB_s1[20] | prodAB_s2[47] |
==> routing by layer <==
layer  wire (µm)  up-vias
met4         920        4
met2       23570      511
met3        5507       61
li1            -     6951
met1       19540     7253
met5          57        -
No activity file was given, so power comes from the tool's default toggle rates.
