$ cat design/flow/constraint.sdc
current_design FP32_to_FP16

set clk_period 10.1
set clk_io_pct 0.2

create_clock -name clk0 -period $clk_period

set non_clock_inputs [all_inputs -no_clocks]
set_input_delay [expr $clk_period * $clk_io_pct] -clock clk0 $non_clock_inputs
set_output_delay [expr $clk_period * $clk_io_pct] -clock clk0 [all_outputs]
$ cat design/flow/config.mk
export PLATFORM = sky130hd
export DESIGN_NAME = FP32_to_FP16
export DESIGN_NICKNAME = FP32_to_FP16
export VERILOG_FILES = /design/flow/design.v
export SDC_FILE = /design/flow/constraint.sdc
export NUM_CORES = 4
export LEC_CHECK = 1
export CORE_AREA = 10 10 81 81
export DIE_AREA = 0 0 91 91
$ cat design/flow/design.v
`timescale 1ns / 1ps
module FP32_to_FP16(
    input   wire    [31 : 0]    FP32,
    output  reg     [15 : 0]    FP16
    );
    wire                sign_32 = FP32[31];
    wire     [7 : 0]    exp_32 = FP32[30 : 23];
    wire     [22 : 0]   frac_32 = FP32[22 : 0];
    reg                 sign_16;
    reg     [4 : 0]     exp_16;
    reg     [9 : 0]     frac_16;
    reg     [4 : 0]     exp_rd_16;
    reg     [9 : 0]     frac_rd_16;
    reg                 guard;
    reg                 round;
    reg                 stick;
    always @(*) begin
        sign_16 = sign_32;
        if(exp_32 < 103) begin
            exp_16 = 5'b0;
            frac_16 = 10'b0;
            guard = 0;
            round = 0;
            stick = 0;
        end
        else if(exp_32 < 113) begin
            exp_16 = 5'b0;
            casex(exp_32)
                103: begin
                    frac_16 = {9'b0, 1'b1};
                    guard = 0;
                    round = 0;
                    stick = 0;
                end
                104: begin
                    frac_16 = {8'b0, 1'b1, frac_32[22]};
                    guard = frac_32[21];
                    round = frac_32[20];
                    stick = |frac_32[19 : 0];
                end
                105: begin
                    frac_16 = {7'b0, 1'b1, frac_32[22 : 21]};
                    guard = frac_32[20];
                    round = frac_32[19];
                    stick = |frac_32[18 : 0];
                end
                106: begin
                    frac_16 = {6'b0, 1'b1, frac_32[22 : 20]};
                    guard = frac_32[19];
                    round = frac_32[18];
                    stick = |frac_32[17 : 0];
                end
                107: begin
                    frac_16 = {5'b0, 1'b1, frac_32[22 : 19]};
                    guard = frac_32[18];
                    round = frac_32[17];
                    stick = |frac_32[16 : 0];
                end
                108: begin
                    frac_16 = {4'b0, 1'b1, frac_32[22 : 18]};
                    guard = frac_32[17];
                    round = frac_32[16];
                    stick = |frac_32[15 : 0];
                end
                109: begin
                    frac_16 = {3'b0, 1'b1, frac_32[22: 17]};
                    guard = frac_32[16];
                    round = frac_32[15];
                    stick = |frac_32[14 : 0];
                end
                110: begin
                    frac_16 = {2'b0, 1'b1, frac_32[22 : 16]};
                    guard = frac_32[15];
                    round = frac_32[14];
                    stick = |frac_32[13 : 0];
                end
                111: begin
                    frac_16 = {1'b0, 1'b1, frac_32[22 : 15]};
                    guard = frac_32[14];
                    round = frac_32[13];
                    stick = |frac_32[12 : 0];
                end
                112: begin
                    frac_16 = {1'b1, frac_32[22 : 14]};
                    guard = frac_32[13];
                    round = frac_32[12];
                    stick = |frac_32[11 : 0];
                end
                default: begin
                    frac_16 = 10'b0;
                    guard = 0;
                    round = 0;
                    stick = 0;
                end
            endcase
        end
        else if(exp_32 == {8{1'b1}}) begin
            exp_16 = {5{1'b1}};
            if(|frac_32) begin
                frac_16 = {1'b1, 9'b0};
            end
            else begin
                frac_16 = 10'b0;
            end
            guard = 0;
            round = 0;
            stick = 0;
        end
        else if(exp_32 > 142) begin
            exp_16 = {5{1'b1}};
            frac_16 = 10'b0;
            guard = 0;
            round = 0;
            stick = 0;
        end
        else begin
            exp_16 = (exp_32 - 127) + 15;
            frac_16 = frac_32[22 : 13];
            guard = frac_32[12];
            round = frac_32[11];
            stick = |frac_32[10 : 0];
        end
    end
    always @(*) begin
        if(guard & ((round | stick) | frac_16[13])) begin
            exp_rd_16 = (frac_16 == {10{1'b1}}) ? (exp_16 + 1) : exp_16;
            frac_rd_16 = frac_16 + 1;
        end
        else begin
            exp_rd_16 = exp_16;
            frac_rd_16 = frac_16;
        end
    end
    assign FP16 = {sign_16, exp_rd_16, frac_rd_16};
endmodule
$ cat design/flow/run.sh
#!/bin/bash
# OpenROAD 26Q1-2900-gdf79404cd8, Yosys 0.63+post, stock flow scripts
make -C /OpenROAD-flow-scripts/flow DESIGN_CONFIG=/design/flow/config.mk WORK_HOME=/design/flow/orfs finish
==> summary.txt <==
This note records the results obtained with Yosys and OpenROAD.

Critical path
The type of the worst setup path is input port to output pin. The kind of cell with the highest combined delay on the critical path is simple AND/OR/NAND/NOR gates. The required time of the critical path is 8.08 ns. The report lists the cells along the critical path as clkdlybuf4s50_1, or4_4, nor2_1, a221o_1, a2bb2oi_1, nand4_1, nor3_1, a31o_1, clkdlybuf4s50_1. The count of buffering cells on the critical path with inverters included is 2. In this run the worst path has a maximum fanout of 15.

The worst setup path is captured at an output pin. The slowest library cell on the worst path is clkdlybuf4s50_1. Per STA, the library cell used most along the worst path is clkdlybuf4s50_1. STA classifies the critical path startpoint as an input port. On the worst path, the slowest cell contributes a delay of between 0.6 and 0.7 ns.

On the critical path the data arrives at 5.61 ns.

Floorplanning
For reference, the placement row count at floorplan is 25. The core region area is 4820 um2. According to the floorplan report, the total die area is 8280 um2. The I/O pin count is ~48. The share of the core area taken by cells at floorplan is 0.226. In this run the vertical extent of the chip is 91 um. The die width is 91 um.

Job
Warnings raised by the tools during the run amount to 32. The count of max-cap constraint violations is 0.

Hold path
Along the worst hold path, the cell count comes to 0. The launch instance of the worst min-delay path is FP32[31]. The min-delay analysis places its worst path in the category input port to output pin. The capture endpoint of the worst hold path is FP16[15].

Finish
Per the layout area report, the register area comes to 0 um2. The area of the multi-input gates is around 1000 um2. The flow measured a signed area growth from synthesis to layout of 44.8%. The layout summary lists the proportion of cells stronger than drive strength 1 as 0.0556. The number of sequential storage elements is 0. The clock tree buffer count of the final layout is 0. In the final layout, the fill cell count is 534.

Synthesis
The synthesized netlist occupies a cell area of 1090 um2. For reference, the post-synthesis area per instance comes to about 6.7 um2. The synth_stat.txt file lists the number of cells as 163.

The yosys warning tally is 3. The stat command in Yosys gives a chip area of about 1100 um2. Per the synthesis report, the XOR/XNOR share of the synthesized area is 0.0883. The count of unique library cells instantiated by Yosys is roughly 55. Per the synthesis report, the AND-OR/OR-AND share of the synthesized area is 0.308.

The cell type contributing the most total cell area after synthesis is mux2i_1. The share of the Yosys chip area taken by registers is 0. Yosys reports that the most numerous cell types are nand2_1 (18), nor2_1 (12).

The cell-mix breakdown from Yosys lists the adder-cell area share as 0.0229. The number of standard cells after synthesis is 163. The dominant kind of combinational cell is simple AND/OR/NAND/NOR gates.

The portion of synthesized area spent on multiplexers is 0.119. The most common cell in the synthesized netlist is nand2_1. The fraction of synthesized cell area taken by the top area cell type is 0.0642.

The simple-gate share of the synthesized area is 0.380. Ranked by total cell area, the synthesized netlist is headed by mux2i_1 (6.4%), nand2_1 (6.2%), xor2_1 (5.6%), nor2_1 (4.1%), nand4_1 (4.0%).

Route
The number of vias per cell is 5.35. The routed design shows a wire length per standard cell of 15.1 um. The number of design-rule violations left by the first detailed-router iteration is approximately 140. The pre-antenna-repair detailed-routing pass consisted of 4 iterations. The number of antenna repair diodes is 0. The overall via count from detail_route is 1,418. The DRC violations left is 0.

Nets still carrying antenna violations after routing amount to 0. The total length of routed wires is about 4.0 mm.

Timing
The actual transition at the worst max-transition pin is 0.743 ns. Derived from the worst setup path, the maximum achievable clock frequency is 0.131 GHz. In the final report, the number of hold violations comes to 0.

The worst path needs 7.63 ns of the cycle, external delays included. In the final timing run, aggregate negative setup slack is 0 ns. The final worst hold slack is 4.04 ns. In the finished design, the share of the clock period the worst path needs comes to 0.756. The final timing report lists a max-slew violation count of 0. The setup-violating endpoint count in the final report is 0. Setup repair after global routing left no endpoint under its margin.

The max-slew check reports its worst relative slack as 0.505.

Global routing
The overall fraction of global-route tracks in use is 0.0946. The number of antenna violations at the first check in global routing is 0. The number of global-route vias before repair came to 1,401. The leftover overflow at the end of global routing is 0. Entering global routing, the biggest net connects 29 pins. The first-pass GRT wire length is 6.79 mm.

CTS
The number of hold buffers added after CTS is 0. Post-CTS repair ended up resizing 0 cells. The number of setup buffers added after CTS is 0.

Outcome
The flow ran to the end, and the final reports show no timing, DRC or antenna violations.

Power and ir drop
The net switching power in the latest report is 0.0232 mW. The net switching share of the total power is 0.455. In this run the VDD rail shows a maximum IR drop of 0.0000137 V.

The power report lists cell-internal power as 0.0278 mW. Of the total power, combinational logic draws 1.000. The power report attributes to the clock group a share of 0. Dividing total power by cell area gives a power density of between 30 and 40 nW/um2. The leakage power figure is 0.544 nW. The sequential share of power is 0.

Placed design
In the placement report, post-DP HPWL is listed as 3.28 mm. Port buffering added 46 buffers. The congestion estimate from routability-driven global placement came to 0.914.
## kinds of logic (layout without fill, tap and decap cells)
group                      after synthesis  in the layout
AOI/OAI and AO/OA                       45             45
xor gates and xnor gates                11             11
adders and majority gates                2              2
buffers and inverters                   18             53
muxes                                   11             11
and+or+nand+nor                         76             76
## cell usage in the layout (no fill, tap or decap), drive strengths merged, types with 2 or more instances in the layout
cell type      count
nor3b              3
xnor2              4
mux2               3
nor2              13
a32oi              2
inv                5
nand4              7
o22ai              2
o32ai              2
nor3               8
o31ai              2
buf                2
a21oi              4
and2               2
mux2i              7
nand3b             2
o21a               3
nand2             18
a31oi              2
nor4               6
ha                 2
nand3              7
o21ai              7
xor2               7
a222oi             4
clkdlybuf4s50     46
a22oi              4
nand2b             4
## metrics by stage
stage / area (um2) / std cells / total power, mW / setup slack, ns / utilization
2_1_floorplan: 1090 / 163 / 0.0248 / 3.81 / -
3_3_place_gp: 1580 / 265 / 0.0511 / 2.53 / 0.328
3_5_place_dp: 1580 / 265 / 0.0508 / 2.47 / 0.328
4_1_cts: 1580 / 265 / 0.0512 / 2.46 / 0.328
5_1_grt: 1580 / 265 / 0.0567 / 2.09 / 0.328
6_report: 1580 / 265 / 0.0510 / 2.47 / 0.328
## how the worst max path moves through the flow
stage                    start        to  slack, ns  depth (start not counted)
final                 FP32[25]  FP16[14]       2.47                          9
after global routing  FP32[25]  FP16[14]       2.09                         10
after CTS             FP32[24]  FP16[14]       2.46                         10
## layout make-up
type	count	area share
tap	67	0.0530
multi-input combinational	145	0.634
timing repair buffer	48	0.301
inverter	5	0.0119
## power groups by stage
| stage | registers (mW) | logic [mW] | clock network (mW) |
|---|---|---|---|
| final | 0 | 0.0510 | 0 |
| after global routing | 0 | 0.0567 | 0 |
| after CTS | 0 | 0.0512 | 0 |
## routing by layer
metal | global-route usage | vias to the layer above | part of all wire
met1 | 0.126 | 648 | 0.45
met2 | 0.165 | 57 | 0.48
li1 | - | 711 | -
met4 | 0.00914 | 0 | 0.0065
met3 | 0.0116 | 2 | 0.063
met5 | 0 | - | 0
Power is estimated from default activity; no workload was simulated.
