$ cat run.sh
#!/bin/bash
# OpenROAD 26Q1-2900-gdf79404cd8, Yosys 0.63+post, stock flow scripts
make -C /OpenROAD-flow-scripts/flow DESIGN_CONFIG=/design/flow/config.mk WORK_HOME=/design/flow/orfs finish
$ cat config.mk
export PLATFORM = sky130hd
export DESIGN_NAME = PE
export DESIGN_NICKNAME = PE
export VERILOG_FILES = /design/flow/design.v
export SDC_FILE = /design/flow/constraint.sdc
export NUM_CORES = 4
export LEC_CHECK = 1
export CORE_UTILIZATION = 40
$ cat constraint.sdc
current_design PE

set clk_period 11.6
set clk_io_pct 0.2

create_clock -name clk0 -period $clk_period [get_ports {clk}]

set non_clock_inputs [all_inputs -no_clocks]
set_input_delay [expr $clk_period * $clk_io_pct] -clock clk0 $non_clock_inputs
set_output_delay [expr $clk_period * $clk_io_pct] -clock clk0 [all_outputs]
$ cat design.v
`timescale 1ns / 1ps
module PE #(parameter WIDTH = 32)(
    input  logic              clk,
    input  logic              rstn,
    input  logic [WIDTH-1:0]  A_in,    
    input  logic [WIDTH-1:0]  B_in,    
    input  logic              C_load,  
    input  logic [WIDTH-1:0]  C_init,  
    output logic [WIDTH-1:0]  A_out,   
    output logic [WIDTH-1:0]  B_out,   
    output logic [WIDTH-1:0]  C_out,   
    input  logic [1:0]        MUL_valid,  
    input  logic [1:0]        ADD_valid   
);
    logic [WIDTH-1:0] A_reg, B_reg, C_reg;
    logic [WIDTH-1:0] C_fpu;
    logic signed [7:0] A_alu, B_alu;
    logic signed [15:0] C_alu;
    logic signed [15:0] C_next;
    always_ff @(posedge clk or negedge rstn) begin
        if (!rstn) begin
            A_reg <= 0;
            B_reg <= 0;
            C_reg <= 0;
            C_alu <= 0;
            C_fpu <= 0;
            A_alu <= 0;
            B_alu <= 0;
        end else begin
            A_reg <= A_in;
            B_reg <= B_in;
            if (C_load) begin
                C_reg <= C_init;
                C_alu <= C_init[15:0];
            end else begin
                A_alu <= A_reg[7:0];
                B_alu <= B_reg[7:0];
                C_alu <= C_reg[15:0];
                C_next = C_alu + (A_alu * B_alu);
                if (MUL_valid == 2'b01 && ADD_valid == 2'b01) begin  
                    if (C_next > 127)
                        C_alu <= 127;
                    else if (C_next < -128)
                        C_alu <= -128;
                    else
                        C_alu <= C_next;
                end else if (MUL_valid == 2'b00 && ADD_valid == 2'b00) begin  
                    if (C_next > 7)
                        C_alu <= 7;
                    else if (C_next < -8)
                        C_alu <= -8;
                    else
                        C_alu <= C_next;
                end else begin
                    C_alu <= C_next;  
            end
                C_reg <= {C_reg[31:16], C_alu};
            end
        end
    end
    assign A_out = A_reg;
    assign B_out = B_reg;
    always_comb begin
        if((ADD_valid == 2'b00 || ADD_valid == 2'b01) && (MUL_valid == 2'b00 || MUL_valid == 2'b01))
            C_out = C_reg;
        else C_out = C_fpu;
    end
endmodule
==> impl_metrics.json <==
{
  "clock_sinks": 128,
  "post_drt_wl_per_cell_um": 14.97,
  "layout_worst_path_cycle_share": 0.5489,
  "synthArstFlopShare": 1.000,
  "num_io_pins": 199,
  "die_x_um": 139.4,
  "dp_slack_ps": 5225,
  "finalSetupViolCount": 0,
  "layout_setup_ws_ps": 5233,
  "grt_max_degree": 79,
  "chipArea_sq_um": 19440,
  "clockRootBuffer": "clkbuf_16",
  "grt-ovfl-total": 0,
  "ff_type": "dfrtp_1",
  "grt_pass1_wl_um": 27110,
  "grt_pass1_vias": 5511,
  "rows": 49,
  "antenna_cells": 0,
  "post-cts-setup-buffer-count": 0,
  "synth_top_area_share": 0.4240,
  "io_buffers": 198,
  "routed_via_density": 4.856,
  "crit_fanout": 24,
  "yosys_area_sq_um": 7555,
  "tightest_slew_ps": 724.6,
  "maxCapViolations": 0,
  "largest_area_cell": "dfrtp_1",
  "rr_worst_depth": 20,
  "fill_cells": 1474,
  "status": "finished, final reports clean",
  "grtUsageTotal": 0.1827,
  "ctsResizeCount": 0,
  "topCellsByArea": "dfrtp_1, fa_1, ha_1",
  "fmax_mhz": 157.1,
  "routed_wl_um": 15980,
  "final-comb-area_sq_um": 3990,
  "rsz0062_at_grt": "false",
  "final_antenna_net_count": 0,
  "area.growth.synth_to_final_pct": 37.48,
  "cp-end-kind": "primary output",
  "ys_cells": 619,
  "routabilityCongestion": 0.8648,
  "hold_violations": 0,
  "crit_required_ps": 9280,
  "synth-edff-count": 0,
  "finalSetupTns_ps": 0,
  "path_clk_slew_ps": 60,
  "die_h_um": 139.4,
  "ys_warn_count": 1,
  "final_cells": 1067,
  "r2r_end": "C_alu[0]$_DFF_PN0_",
  "ys_seq_frac": 0.4240,
  "drive_gt1_frac": 0.1205,
  "cts_buffer_depth": 2,
  "antenna_found_initial": 0,
  "cts_buffers": 17,
  "cts.hold.buffers_added": 0,
  "clock_latency_ps": 420,
  "fin_crit_ps": 6367,
  "stage_log_warnings": 26,
  "finClkSkew_ps": 7.278,
  "worst_ep_arrival_time_ps": 4050,
  "dp.cells": 1035,
  "regToRegSetupSlack_ps": 5390,
  "synthCells": 619,
  "cts_tree": "built",
  "critPathLaunchType": "input pin",
  "ff_latch_area_sq_um": 3203,
  "core_sq_um": 18210,
  "r2r-start": "B_alu[0]$_DFFE_PN0N_",
  "crit_end": "C_out[31]",
  "dr.pass1.iters": 4,
  "drt_iter0_drc": 172,
  "drc": 0,
  "worstSetupStartpoint": "MUL_valid[1]",
  "htreeDepth": 4,
  "initial_utilization": 0.4149,
  "slew_viol_final": 0,
  "dp_hpwl_um": 12220,
  "synth.avg_cell_area_sq_um": 12.20,
  "synth_flop_count": 128,
  "slew_headroom": 0.5169,
  "min_path_type": "register to register",
  "synthesis.area_sq_um": 7555,
  "path_class": "input pin to primary output",
  "vias": 5181,
  "synth.distinct_cells": 56
}
==> cell usage in the layout, fill, tap and decap left out, types with 3 or more instances in the layout <==
cell             count
clkdlybuf4s50_1    196
dfrtp_1            128
inv_1               80
fa_1                71
and2_1              66
mux2_2              42
ha_1                38
nand2_1             36
nor2_1              19
clkbuf_16           17
xnor2_1             13
o21ai_0             12
a21oi_1             11
nand2b_1            10
nand3_1              7
inv_6                6
nand3b_1             5
o311a_1              5
a2bb2oi_1            4
inv_8                4
buf_4                4
o21bai_1             3
nor3_1               3
and3_1               3
xor2_1               3
a221o_1              3
==> synthesized netlist by cell type (3+ instances only) <==
master and instances:
o21ai_0 12, inv_1 80, nand2b_1 10, mux2_2 42
a2bb2oi_1 4, nor3_1 3, a21oi_1 11, o21bai_1 3
nor2_1 20, and2_1 66, xnor2_1 13, nand3_1 7
dfrtp_1 128, a221o_1 3, and3_1 3, buf_1 5
nand3b_1 5, xor2_1 3, o311a_1 5, ha_1 38
clkbuf_1 10, fa_1 71, nand2_1 36
==> per-layer routing <==
| layer | GRT usage | share of wire | vias up |
|---|---|---|---|
| met1 | 0.2840 | 0.44 | 2558 |
| met3 | 0.05715 | 0.078 | 12 |
| li1 | - | - | 2435 |
| met4 | 0.01813 | 0.010 | 0 |
| met5 | 0.005013 | 0 | - |
| met2 | 0.2737 | 0.47 | 176 |
==> layout make-up <==
class / count / share of cell area
multi-input combinational: 394 / 0.3842
sequential: 128 / 0.3084
timing repair buffer: 202 / 0.1934
clock buffer: 17 / 0.04096
inverter: 82 / 0.02963
tap: 229 / 0.02759
clock inverter: 15 / 0.01590
==> how the worst min path moves through the flow <==
stage                     start               endpoint  slack [ps]  depth (start not counted)
6_report     A_reg[5]$_DFF_PN0_   A_alu[5]$_DFFE_PN0N_         500                          1
5_1_grt   C_reg[17]$_DFFE_PN0P_  C_reg[17]$_DFFE_PN0P_         510                          1
4_1_cts      A_reg[5]$_DFF_PN0_   A_alu[5]$_DFFE_PN0N_         500                          1
==> logic make-up after synthesis <==
kind of cell,after synthesis,share of synthesized area
AOI/OAI and AO/OA,67,0.07503
xor gates and xnor gates,18,0.02286
adders and majority gates,109,0.2511
buffers and inverters,97,0.04819
DFF,128,0.4240
muxes,43,0.06393
and+or+nand+nor,157,0.1149
==> critical path, stage by stage <==
cell,delay (ps)
clkdlybuf4s50_1,430
nor2_2,350
buf_4,300
and2_1,170
clkdlybuf4s50_1,460
==> metrics by stage <==
stage                 util  hold slack [ps]  cell area (sq um)
floorplan                -            455.6               7555
global route        0.5704            513.2              10390
CTS                 0.5704            503.5              10390
global placement    0.5380            489.7               9796
detailed placement  0.5380            488.8               9796
finish              0.5704            499.1              10390
